<file path="flow/design.v">
`timescale 1ns / 1ps
module pyramid_gen
(
input clk, reset, addr_en, row_done,  
input [7:0] pixel_in,  
output reg [7:0] pixout0,
output w_en0, w_en1, w_en2
);
reg [1:0] count;
assign pixout0 = pixel_in; 
always@(posedge clk, posedge reset)
begin
    if(reset)
        count <= 2'd0;
    else if(addr_en)
        count <= count + 2'd1; 
    else
        count <= count; 
end
reg [1:0] row_count;
always@(posedge clk, posedge reset)
begin
    if(reset)
        row_count <= 2'd0;
    else if(row_done)
        row_count <= row_count + 2'd1; 
    else
        row_count <= row_count; 
end
assign w_en0 = addr_en; 
assign w_en1 = addr_en ? (~(count[0] | row_count[0])) : 0;  
assign w_en2 = addr_en ? (count==2'd0 & row_count==2'd0) : 0;  
endmodule
</file>
<file path="flow/run.sh">
#!/bin/bash
# OpenROAD 26Q1-2900-gdf79404cd8, Yosys 0.63+post, stock flow scripts
make -C /OpenROAD-flow-scripts/flow DESIGN_CONFIG=/design/flow/config.mk WORK_HOME=/design/flow/orfs finish
</file>
<file path="flow/config.mk">
export PLATFORM = sky130hd
export DESIGN_NAME = pyramid_gen
export DESIGN_NICKNAME = pyramid_gen
export VERILOG_FILES = /design/flow/design.v
export SDC_FILE = /design/flow/constraint.sdc
export NUM_CORES = 4
export LEC_CHECK = 1
export CORE_AREA = 10 10 70 70
export DIE_AREA = 0 0 80 80
</file>
<file path="flow/constraint.sdc">
current_design pyramid_gen

set clk_period 1.6
set clk_io_pct 0.2

create_clock -name clk0 -period $clk_period [get_ports {clk}]

set non_clock_inputs [all_inputs -no_clocks]
set_input_delay [expr $clk_period * $clk_io_pct] -clock clk0 $non_clock_inputs
set_output_delay [expr $clk_period * $clk_io_pct] -clock clk0 [all_outputs]
</file>
==> flow_metrics.py <==
# Flow results
metrics = {
    "job": {
        "warning_count": 25,
        "cap_violations": 0,
    },
    "routing": {
        "antenna_cells": 0,
        "wire_per_inst_um": 6.88,
        "via_per_inst": 2.08,
        "first_pass_iters": 2,
        "wl_um": 523,
        "drc": 0,
        "postRouteAntennaNets": 0,
        "num_vias": 158,
        "drt_iter0_markers": 5,
    },
    "synthesis": {
        "ys_area_um2": 279,
        "top_area_frac": 0.359,
        "topCellsByArea": "dfrtp_1, buf_4, mux2_4",
        "synth-warning-count": 2,
        "synth_area_leader_cell": "dfrtp_1",
        "netlist_area_um2": 279,
        "ys_cells": 26,
        "synth_cells": 26,
        "ys_ff": 4,
        "ys_seq_share": 0.359,
        "synth_cell_type_count": 8,
        "syn_area_per_cell_um2": 10.7,
    },
    "clocking": {
        "cts_max_level": 1,
        "root_buffer": "clkbuf_4",
        "clock_path_buffers": 2,
        "numCtsBuffers": 3,
        "path_clk_slew_ns": 0.04,
        "cts_hold_buf": 0,
        "cts_tree": "done",
        "clock_latency_ns": 0.23,
        "clock-sinks": 4,
    },
    "floorplanning": {
        "ios": 23,
        "die_w_um": 80,
        "die_area_um2": 6400,
        "initCoreUtil": 0.0817,
        "die_h_um": 80,
        "rows": 21,
        "core_area_um2": 3420,
    },
    "pwr": {
        "cellLeakagePower_nw": 0.186,
        "p_per_area_nw_per_um2": 1460,
        "ir_worst_vdd_mv": 0.272,
        "finalPower_w": 0.000554,
    },
    "timing": {
        "setup_viol": 0,
        "hold_slack_ns": 0.265,
        "period_used_share": 0.958,
        "fin_ws_ns": 0.0673,
        "worstMarginPinSlew_ns": 0.149,
        "fmaxAchievable_mhz": 652,
        "fin_skew_ns": 0.0000242,
        "rsz0062_at_grt": "false",
        "slew_headroom": 0.901,
        "finalCriticalPeriod_ns": 1.53,
        "slew_viol_final": 0,
        "finalHoldViolations": 0,
    },
    "final_layout": {
        "area_growth_pct": 36.3,
        "final.fill_count": 399,
        "drive_gt1_frac": 0.400,
        "final_common_cell": "inv_1",
        "fin_cells": 76,
        "final_cell_mix": "inv_1, dfrtp_1, buf_4",
    },
    "grt": {
        "antenna_found_initial": 0,
        "grt_max_degree": 5,
        "grt_pass1_wl_um": 800,
        "grt.total_usage": 0.0158,
        "grt_pass1_vias": 167,
        "overflow": 0,
    },
    "critical_path": {
        "end_kind": "output port",
        "critical_path_required_ns": 1.28,
        "crit_fanout": 2,
        "cp-start-kind": "register",
        "arrival_ns": 1.21,
        "worstSetupPathType": "register to output port",
    },
    "placement": {
        "place.gp.congestion": 0.702,
        "io_buffers": 6,
        "dp_hpwl_um": 455,
        "dp_slack_ns": -0.205,
        "placed_cells": 72,
    },
    "outcome": {
        "status": "completed",
    },
    "worst_hold_path": {
        "min_path_type": "input port to asynchronous set/reset pin",
    },
}
layer usage:
layer,part of all wire,up-vias,track usage
li1,-,78,-
met3,0.18,0,0.0170
met2,0.42,8,0.0209
met1,0.40,72,0.0167
met4,0,0,0.00352
met5,0,-,0
flip-flops by register name, indices dropped and copies added (netlist names):
signal	flops
row_count	2
count	2
critical path, cell delays in order (launching register included):
cell and delay (ns):
dfrtp_1 0.33, inv_1 0.04, ha_1 0.17, and3_2 0.20
dlygate4sd2_1 0.23
cells by family (layout without fill, tap and decap cells):
group / Yosys count / after routing / share of synthesized area
buf+inv: 14 / 18 / 0.309
flops: 4 / 4 / 0.359
fa+ha+maj: 2 / 2 / 0.0897
xor+xnor: 2 / 2 / 0.0628
mux: 2 / 2 / 0.108
simple gates: 2 / 2 / 0.0718
where the power goes:
part	internal, W	total [W]	switching [W]
logic	0.000164	0.000254	0.0000896
registers	0.000155	0.000179	0.0000238
clock network	0.0000836	0.000121	0.0000376
total	0.000403	0.000554	0.000151
synth_stat cells, drive strengths merged:
library cell  count
buf               9
inv               5
nor3b             1
dfrtp             4
ha                2
mux2              2
xor2              2
and3              1
layout make-up:
type | count | area [um2] | share of cell area
Tap cell | 46 | 57.6 | 0.151
Multi-Input combinational cell | 8 | 95.1 | 0.250
Clock buffer | 3 | 22.5 | 0.0592
Timing Repair Buffer | 10 | 86.3 | 0.227
Sequential cell | 4 | 100 | 0.263
Inverter | 5 | 18.8 | 0.0493
final timing paths:
path	start	to	slack [ns]	cells past startpoint
max in group asynchronous	reset	row_count[1]$_DFFE_PP0P_	1.18	2
min in group clk0	count[1]$_DFFE_PP0P_	count[1]$_DFFE_PP0P_	0.51	1
hold / removal	reset	count[0]$_DFFE_PP0P_	0.27	2
setup reg to reg	row_count[0]$_DFFE_PP0P_	row_count[1]$_DFFE_PP0P_	0.55	3
setup / recovery	count[0]$_DFFE_PP0P_	w_en2	0.07	4
hold reg to reg	count[1]$_DFFE_PP0P_	count[1]$_DFFE_PP0P_	0.51	1
stage by stage:
stage / utilization / instance area, um2 / TNS, ns
2_1_floorplan: - / 279 / 0
6_report: 0.111 / 380 / 0
4_1_cts: 0.111 / 380 / 0
3_3_place_gp: 0.103 / 352 / -0.493
3_5_place_dp: 0.103 / 352 / -0.564
5_1_grt: 0.111 / 380 / 0
repair_timing:
item / CTS / global route
buffers inserted: 1 / 0
endpoints found under the setup margin: 3 / 0
gates resized: 4 / 0
Power is estimated from default activity; no workload was simulated.
