### /design/flow/config.mk
export PLATFORM = sky130hd
export DESIGN_NAME = img1_bi_interp
export DESIGN_NICKNAME = img1_bi_interp
export VERILOG_FILES = /design/flow/design.v
export SDC_FILE = /design/flow/constraint.sdc
export NUM_CORES = 4
export LEC_CHECK = 1
export CORE_UTILIZATION = 40
### /design/flow/constraint.sdc
current_design img1_bi_interp

set clk_period 17.0
set clk_io_pct 0.2

create_clock -name clk0 -period $clk_period

set non_clock_inputs [all_inputs -no_clocks]
set_input_delay [expr $clk_period * $clk_io_pct] -clock clk0 $non_clock_inputs
set_output_delay [expr $clk_period * $clk_io_pct] -clock clk0 [all_outputs]
### /design/flow/design.v
`timescale 1ns / 1ps
module img1_bi_interp
#(parameter
frac_bits = 2)
(
input [15:0] row0_ele, row1_ele,
input [frac_bits-1:0] frac_r, frac_c,  
output [11:0] interp_I);  
wire [7:0] ele00, ele01, ele10, ele11; 
assign {ele00, ele01} = row0_ele;
assign {ele10, ele11} = row1_ele;
wire [2*frac_bits+1:0]w00, w01, w10, w11;
assign w00 = ((1'b1<<frac_bits) - frac_r) * ((1'b1<<frac_bits) - frac_c);  
assign w10 = (frac_r) * ((1'b1<<frac_bits) - frac_c);       
assign w01 = ((1'b1<<frac_bits) - frac_r) * (frac_c);       
assign w11 = (frac_r) * (frac_c); 
wire [7+2*frac_bits+4:0] temp_I;  
assign temp_I = ele00*w00 + ele10*w10 + ele01*w01 + ele11*w11;
assign interp_I = (2*frac_bits > 4) ? (temp_I >> (2*frac_bits - 4)) : (temp_I << (4 - 2*frac_bits));  
endmodule
### /design/flow/run.sh
#!/bin/bash
# OpenROAD 26Q1-2900-gdf79404cd8, Yosys 0.63+post, stock flow scripts
make -C /OpenROAD-flow-scripts/flow DESIGN_CONFIG=/design/flow/config.mk WORK_HOME=/design/flow/orfs finish
==> notes.md <==
Numbers from the implementation run.

The via count of the routed design is 3801. The total of hold buffers inserted after clock tree synthesis is 0. Per STA, the highest per-stage delay on the worst path measures between 0.5 and 0.6 ns. The first detailed-routing pass took 4 iterations. The post-route DRC violation count is 0. The number of gates resized after CTS was 0.

Summed over all layers, the routed wires come to approximately 11000 um. In this run the maximum-capacitance check reported violations numbering 0. The type of origin of the critical path is an input port. The detail route stage leaves a number of antenna-violating nets equal to 0. The final max-slew violation count recorded for this run is 0. The die span in y is 118 um.

The critical path required time is 13.60 ns. The wire length of the first global-routing pass is approximately 20000 um. The synthesized design spends more area on one cell type than any other, namely sky130_fd_sc_hd__fa_1. In the final report, the number of endpoints failing setup comes to 0. From synthesis to final layout, the design area changed by 13.1%. The die footprint is 14000 um2. For this configuration, the core starts out at a cell density of 0.409. The count of port buffers added during placement is ~48.

The die boundary width is ~120 um. The total cell area reported by yosys after synthesis is 5400 um2. The sequential cell area in the final layout is 0 um2. Entering global routing, the biggest net connects 22 pins. For this run, the detailed router reports a per-instance via density of between 4 and 5. Before any placement, the netlist area is recorded as between 5000 and 6000 um2.

In the routed netlist, the antenna diode instances number 0. The synthesis run shows the most used standard cells to be sky130_fd_sc_hd__inv_1 (164), sky130_fd_sc_hd__fa_1 (124), sky130_fd_sc_hd__ha_1 (78). The ratio of final minimum period to clock period is 0.931. Per the OpenROAD power report, leakage power amounts to 3.05 nW.

The number of warnings issued by yosys is 0. The synthesized netlist contains 21 unique library cells. The most frequently used library cell after synthesis is sky130_fd_sc_hd__inv_1.

In the global route stage, overall resource usage came out at 0.190. The number of flip-flops and latches is 0. The via count of the first global-routing pass is roughly 4200. The site row count is about 42.

The number of antenna violations at the first check in global routing came to 0. The I/O pin count is approximately 48. RePlAce ended its routability-driven mode at a weighted congestion of approximately 0.90. The most numerous cell on the critical path is sky130_fd_sc_hd__fa_1.

The type of the worst min-delay path is in -> out. The sequential area share after synthesis is 0. Counting endpoints that fail hold in the final report gives 0. In the placement report, post-DP HPWL is listed as roughly 10000 um. Counting I/O delays and the setup requirement, the final critical path takes around 16 ns.

The mean routed wirelength per cell is approximately 13 um. The final layout report lists a clock buffer count of 0. The stage-log warning count is 32. Looking at the critical path, the single cell with the biggest stage delay is sky130_fd_sc_hd__fa_1. The worst setup path is of the in -> out kind. For this run the aggregate overflow at the end of global routing stands at 0. Setup repair after global routing left no endpoint under its margin. The worst pin sits at a relative slew slack of 0.447.

The post-route core utilization is 0.463. The maximum operating frequency is between 0.06 and 0.07 GHz. The ratio of total power to cell area is 177 nW/um2. Per the post-synthesis stats, the area per cell is between 9 and 10 um2.

The first routing iteration left roughly 92 violations. The core region is ~13000 um2. The top-area cell type share of the netlist area is 0.460. The number of setup buffers added after CTS is 0. The type of destination of the critical path is an output port. Adding up every negative setup slack in the final design gives 0 ns.

In this run the VDD rail shows a maximum IR drop of about 0.00012 V. The data arrival time of the critical path is 12.42 ns. The maximum fanout encountered on the critical timing path is 21.

The synthesized netlist was found by Yosys to have 599 cells. The run finished with clean final reports. The pin closest to its max-slew limit shows a slew of between 0.8 and 0.9 ns.

The main area contributors are sky130_fd_sc_hd__fa_1 (46%), sky130_fd_sc_hd__ha_1 (18%), sky130_fd_sc_hd__inv_1 (11%), sky130_fd_sc_hd__and2_1 (7.2%), sky130_fd_sc_hd__nand2_1 (5.0%). The fraction of layout cells with a size suffix above 1 is 0.00619. In the synthesized netlist, the number of instances is 599.
==> through the flow <==
| step | power, mW | setup WS [ns] | std cells | hold slack, ns | instance area (um2) |
|---|---|---|---|---|---|
| floorplan | 0.656 | 2.80 | 599 | 7.05 | 5400 |
| global placement | 1.10 | 1.34 | 822 | 8.14 | 6110 |
| detailed placement | 1.10 | 1.19 | 822 | 8.11 | 6110 |
| CTS | 1.11 | 1.18 | 822 | 8.12 | 6110 |
| global route | 1.26 | 0.634 | 822 | 8.16 | 6110 |
| finish | 1.08 | 1.18 | 822 | 8.10 | 6110 |
==> cell usage in the layout, fill, tap and decap left out <==
cell type | netlist | layout
sky130_fd_sc_hd__xnor3_1 | 1 | 1
sky130_fd_sc_hd__inv_1 | 164 | 164
sky130_fd_sc_hd__nand2_1 | 72 | 72
sky130_fd_sc_hd__nor2b_1 | 21 | 21
sky130_fd_sc_hd__nor2_1 | 8 | 8
sky130_fd_sc_hd__o21ai_0 | 5 | 5
sky130_fd_sc_hd__and3_1 | 16 | 16
sky130_fd_sc_hd__a21oi_1 | 7 | 7
sky130_fd_sc_hd__nand2b_1 | 4 | 4
sky130_fd_sc_hd__xnor2_2 | 1 | 1
sky130_fd_sc_hd__clkdlybuf4s50_1 | 0 | 48
sky130_fd_sc_hd__and2_1 | 62 | 62
sky130_fd_sc_hd__xor2_1 | 6 | 6
sky130_fd_sc_hd__and2b_1 | 1 | 1
sky130_fd_sc_hd__nor3_1 | 2 | 2
sky130_fd_sc_hd__ha_1 | 78 | 78
sky130_fd_sc_hd__a21boi_0 | 1 | 1
sky130_fd_sc_hd__o21a_1 | 1 | 1
sky130_fd_sc_hd__buf_4 | 0 | 3
sky130_fd_sc_hd__fa_1 | 124 | 124
sky130_fd_sc_hd__a21o_1 | 2 | 2
sky130_fd_sc_hd__xnor2_1 | 19 | 19
==> layer usage <==
layer / global-route usage / up-vias / share of wire
met2: 0.321 / 81 / 0.50
met3: 0.0330 / 4 / 0.049
met5: 0 / - / 0
met1: 0.282 / 1877 / 0.44
li1: - / 1839 / -
met4: 0.0112 / 0 / 0.0080
==> cell type report <==
type | instances | area (um2)
Timing Repair Buffer | 51 | 503
Tap cell | 176 | 220
Multi-Input combinational cell | 431 | 4770
Fill cell | 1258 | 7080
Inverter | 164 | 616
==> cell families after synthesis <==
group / after synthesis / synth area share
and+or+nand+nor: 186 / 0.178
adders and majority gates: 202 / 0.641
buffers and inverters: 168 / 0.117
AOI/OAI and AO/OA: 16 / 0.0167
xor gates and xnor gates: 27 / 0.0477
==> critical path, delay by kind of cell <==
family	cells	cell delay [ns]
AND-OR/OR-AND	5	1.02
AND/OR/NAND/NOR	3	0.34
XOR/XNOR	3	0.94
adder cells (fa/ha/maj)	13	5.22
buffers and inverters	10	1.50
==> final timing paths <==
path | startpoint | slack [ns] | cells after the start | end
hold / removal | row1_ele[15] | 8.10 | 5 | interp_I[11]
setup / recovery | frac_r[0] | 1.18 | 34 | interp_I[11]
==> where the power goes <==
| part | internal (mW) | switching [mW] | leakage (nW) |
|---|---|---|---|
| Sequential | 0 | 0 | 0 |
| Combinational | 0.617 | 0.463 | 3.05 |
| Clock | 0 | 0 | 0 |
No activity file was given, so power comes from the tool's default toggle rates.
